`/design/flow/design.v`:
```
module DP_BRAM #( 
  parameter ADDR_WIDTH = 4,
  parameter DATA_WIDTH = 8
)(
  input clk,
  input [ADDR_WIDTH-1:0] raddr,
  input [ADDR_WIDTH-1:0] waddr,
  input wr_en,
  input [DATA_WIDTH-1:0] data_in,
  output reg [DATA_WIDTH-1:0] data_out);
  reg [DATA_WIDTH-1:0] mem [2**ADDR_WIDTH-1:0];
  always @(posedge clk) begin
      if (wr_en == 1)
          mem[waddr] <= data_in;
      data_out <= mem[raddr];
  end
endmodule
module FIFO#(
    parameter integer DATA_WIDTH = 8, 
    parameter integer ADDR_WIDTH = 4
)(    
    input clk, 
    input rst, 
    input [DATA_WIDTH-1:0] in, 
    input wr_en, 
    input rd_en, 
    output [DATA_WIDTH-1:0] out, 
    output full, 
    output empty
);
parameter DEPTH = (2 ** ADDR_WIDTH);
reg [ADDR_WIDTH-1:0] head, tail;
reg [ADDR_WIDTH-1:0] total;
DP_BRAM #(
    .DATA_WIDTH(DATA_WIDTH), 
    .ADDR_WIDTH(ADDR_WIDTH)
) mem(
    .clk(clk), 
    .data_in(in), 
    .waddr(tail),
    .wr_en(wr_en), 
    .data_out(out), 
    .raddr(head)
);
assign full = (total == (DEPTH-1)); 
assign empty = (total==0);
always@(posedge clk) begin
    if(rst) begin
        tail <= {ADDR_WIDTH{1'b0}}; 
        head <= {ADDR_WIDTH{1'b0}}; 
        total <= {ADDR_WIDTH{1'b0}};
    end
    else begin
        if(wr_en) begin
            tail <= tail + 1;
        end
        if(rd_en) begin
            head <= head + 1;
        end
        if(rd_en == 1 && wr_en == 0) begin
            total <= total - 1;
        end
        if(rd_en == 0 && wr_en == 1) begin
            total <= total + 1;
        end
    end
end
endmodule
```
`/design/flow/run.sh`:
```
#!/bin/bash
# OpenROAD 26Q1-2900-gdf79404cd8, Yosys 0.63+post, stock flow scripts
make -C /OpenROAD-flow-scripts/flow DESIGN_CONFIG=/design/flow/config.mk WORK_HOME=/design/flow/orfs finish
```
`/design/flow/config.mk`:
```
export PLATFORM = sky130hd
export DESIGN_NAME = FIFO
export DESIGN_NICKNAME = FIFO
export VERILOG_FILES = /design/flow/design.v
export SDC_FILE = /design/flow/constraint.sdc
export NUM_CORES = 4
export LEC_CHECK = 1
export CORE_UTILIZATION = 30
```
`/design/flow/constraint.sdc`:
```
current_design FIFO

set clk_period 5.8
set clk_io_pct 0.2

create_clock -name clk0 -period $clk_period [get_ports {clk}]

set non_clock_inputs [all_inputs -no_clocks]
set_input_delay [expr $clk_period * $clk_io_pct] -clock clk0 $non_clock_inputs
set_output_delay [expr $clk_period * $clk_io_pct] -clock clk0 [all_outputs]
```
==> run summary <==
Results of the flow run.

The run finished with clean final reports. The horizontal die dimension stands at 141 µm. The number of antenna violations at the first check in global routing stands at 0. The detailed router reported a total wirelength of 10200 µm.

The aggregate global-route resource usage stands at 11.7%. In this run the count of I/O pins placed on the die edge is 22. The number of I/O port buffers stands at 21. Compared with the post-synthesis result, the final layout area differs by 17.9%.

The post-synthesis adder-cell area fraction stands at 2.06%. Per the post-route antenna check, the number of violating nets is 0. The leakage power summed over all cells stands at 2.26 nW. According to the floorplan report, the die height is 141 µm. In this run, post-CTS hold repair placed 0 buffers. The count of warnings emitted by yosys stands at 2. The run reported a max-capacitance violation count of 0. The total of endpoints with negative setup slack in the final report stands at 0. The mux contribution to synthesized area stands at 14.1%.

Based on the critical path, the design can be clocked at up to 0.328 GHz. The core utilization at floorplan stands at 30.9%. Total power normalized to cell area comes to 363 nW/µm². According to the hold report, the worst path is of the flop to flop type. The number of enable flip-flop cells stands at 128. The number of instances in the synthesized netlist stands at 295. The worst-case IR drop observed on VDD is 0.217 mV. The antenna diode count stands at 0. Cells with a size suffix above 1 make up 14.0% of the layout. According to the dpl log, the detail-placed design has an HPWL of 6300 µm.

TritonCTS built the clock tree. Looking at the max-slew report, the worst-margin pin has a slew of 0.712 ns. The chip area estimate from yosys synthesis stands at 5820 µm². The number of distinct library cells after synthesis stands at 34. Dividing the final minimum period by the clock period gives 52.5%. The final tally of hold violations stands at 0.

The total negative slack stands at 0 ns. The largest net degree at the start of global routing stands at 34. The maximum count of clock buffers along a single path stands at 2. For the finished layout, the period the worst path requires is 3.05 ns. Among the non-sequential cells, multiplexers take the most area. The count of routing violations after the opening detailed-route iteration stands at 161. For this run, asynchronously set or reset flops after synthesis account for 0%. The via count of the first global-routing pass came to 2870. The worst path required time stands at 6.10 ns.

The clock buffer count from CTS stands at 17. The mean routed wirelength per cell stands at 17.2 µm. Of the synthesized area, sequential elements account for 72.9%. The count of vias placed by the detailed router stands at 2688. The number of warnings in the stage logs stands at 28.

Of all nets on the critical path, the largest fanout is 9. The core region is 18800 µm². The clock latency on the worst-skew pair stands at 0.41 ns. The aoi/oai-family share of the synthesized area stands at 2.47%. In this run the clock root is driven by a sky130_fd_sc_hd__clkbuf_16.

Summed over all layers, the global routing overflow is 0. The arrival time of data at the worst endpoint is listed as 3.34 ns. In the Yosys report the total cell count is 295. STA classifies the critical path endpoint as a flop.

The critical path in this run is classified as input pin to flop. The synthesized cell area stands at 5820 µm². The synthesized flop and latch total stands at 148. Post-CTS timing repair inserted 0 buffers for setup. In this run the tightest slew margin relative to its limit is 52.4%. For this run, the detailed router's first-pass iteration total came to 4. The worst setup path is launched from an input pin. Setup repair after global routing left no endpoint under its margin.

For reference, XOR and XNOR gates occupy 1.20% of the area reported after synthesis. The weighted congestion reported at the end of routability-driven placement stands at 0.743. The global-route wire length before repair stands at 15900 µm. After layout, the worst setup slack is 2.75 ns. The post-cts repair resize count stands at 0. The detail-routed via count per cell stands at 4.51.

Timing analysis after detailed placement gives a worst setup slack of 2.36 ns. The floorplan has 50 rows. The total count of max-transition violations in the final report stands at 0. The post-synthesis simple-gate area fraction stands at 4.84%. The main area contributors are sky130_fd_sc_hd__edfxtp_1 (66%), sky130_fd_sc_hd__mux4_1 (7.2%), sky130_fd_sc_hd__dfxtp_1 (6.9%). Sorting the Yosys area breakdown by cell type puts at the top sky130_fd_sc_hd__edfxtp_1. Looking at the cell usage after synthesis, the top flip-flop cell is sky130_fd_sc_hd__edfxtp_1.

The clock slew seen by the registers of the worst setup and hold paths stands at 0.06 ns. For this design, the sink count on the clock tree is 148. The chip occupies 20000 µm². The clock arrives with 0.00630 ns of skew. The maximum level of the CTS H-tree stands at 4. A synthesized cell averages 19.7 µm². The area fraction of the dominant cell type after synthesis stands at 66.1%. After detailed routing, the number of remaining DRC violations is 0.
[path summary, 6_finish.rpt]
| check | start | endpoint | slack [ns] | cells after the start |
|---|---|---|---|---|
| setup / recovery | wr_en | total[3]$_SDFFE_PP0P_ | 2.75 | 8 |
| hold / removal | head[1]$_SDFFE_PP0P_ | head[1]$_SDFFE_PP0P_ | 0.54 | 2 |
| setup reg to reg | head[0]$_SDFFE_PP0P_ | mem.data_out[7]$_DFF_P_ | 3.66 | 4 |
| hold reg to reg | head[1]$_SDFFE_PP0P_ | head[1]$_SDFFE_PP0P_ | 0.54 | 2 |
[metal layers]
metal,part of all wire (%),global-route usage (%)
met4,1.7,1.77
met3,13,7.87
met5,0,0.501
met1,39,15.0
met2,46,17.4
[placed cells by master (no fill, tap or decap), drive strengths merged]
cell | Yosys | final
edfxtp | 128 | 128
mux4 | 32 | 32
clkbuf | 2 | 23
clkdlybuf4s50 | 0 | 21
dfxtp | 20 | 20
nor2 | 17 | 17
and2 | 17 | 17
a22oi | 16 | 16
nand2 | 12 | 12
ha | 8 | 8
xor2 | 5 | 5
inv | 4 | 4
bufinv | 0 | 4
clkinv | 0 | 4
xnor2 | 3 | 3
mux2i | 3 | 3
nor2b | 2 | 2
a21oi | 2 | 2
nand4 | 2 | 2
buf | 9 | 2
and2b | 1 | 1
and3 | 1 | 1
nor3b | 1 | 1
and4 | 1 | 1
nor4 | 1 | 1
nand3 | 1 | 1
a211oi | 1 | 1
a31oi | 1 | 1
mux2 | 1 | 1
fa | 1 | 1
clkinvlp | 0 | 1
[final cells by class]
cell class | instances | area, µm²
inverter | 4 | 15.0
clock inverter | 9 | 155
fill | 1683 | 12000
timing repair buffer | 23 | 225
tap | 260 | 325
multi-input combinational | 129 | 1440
clock buffer | 23 | 458
sequential | 148 | 4250
[logic make-up after synthesis]
group	Yosys count
flip-flops	148
AND/OR/NAND/NOR	56
multiplexers	36
AND-OR/OR-AND	20
buffers and inverters	18
adder cells (fa/ha/maj)	9
XOR/XNOR	8
[synth_stat cells (2+ instances only)]
| library cell | instances |
|---|---|
| sky130_fd_sc_hd__xor2_1 | 5 |
| sky130_fd_sc_hd__clkdlybuf4s25_2 | 2 |
| sky130_fd_sc_hd__buf_2 | 2 |
| sky130_fd_sc_hd__clkbuf_1 | 2 |
| sky130_fd_sc_hd__mux2i_1 | 3 |
| sky130_fd_sc_hd__edfxtp_1 | 128 |
| sky130_fd_sc_hd__and2_1 | 17 |
| sky130_fd_sc_hd__buf_6 | 4 |
| sky130_fd_sc_hd__inv_1 | 4 |
| sky130_fd_sc_hd__ha_1 | 8 |
| sky130_fd_sc_hd__mux4_1 | 16 |
| sky130_fd_sc_hd__nand4_1 | 2 |
| sky130_fd_sc_hd__a22oi_1 | 16 |
| sky130_fd_sc_hd__dfxtp_1 | 20 |
| sky130_fd_sc_hd__xnor2_1 | 3 |
| sky130_fd_sc_hd__a21oi_1 | 2 |
| sky130_fd_sc_hd__nor2_1 | 17 |
| sky130_fd_sc_hd__nor2b_1 | 2 |
| sky130_fd_sc_hd__mux4_2 | 16 |
| sky130_fd_sc_hd__nand2_1 | 12 |
[state kept, by name, indices dropped and copies added (netlist names)]
signal        count
mem.mem         128
mem.data_out      8
head              4
total             4
tail              4
[stage by stage]
stage	cell area, µm²	hold slack (ns)	total power [W]	utilization (%)	std cells
floorplan	5820	0.503	0.00133	-	295
global placement	6250	0.505	0.00140	33.2	564
detailed placement	6250	0.527	0.00140	33.2	564
CTS	6860	0.541	0.00252	36.4	596
global route	6860	0.586	0.00258	36.4	596
finish	6860	0.535	0.00249	36.4	596
[critical path, cell delays in order]
cell                              delay, ns
sky130_fd_sc_hd__clkdlybuf4s50_1       0.67
sky130_fd_sc_hd__ha_1                  0.23
sky130_fd_sc_hd__inv_1                 0.09
sky130_fd_sc_hd__ha_1                  0.34
sky130_fd_sc_hd__a21oi_1               0.21
sky130_fd_sc_hd__a211oi_1              0.11
sky130_fd_sc_hd__a31oi_1               0.18
sky130_fd_sc_hd__mux2_2                0.35
[power by group]
| part | total (W) | internal (W) | leakage, nW | switching (W) |
|---|---|---|---|---|
| sequential | 0.00120 | 0.00119 | 1.32 | 0.0000152 |
| combinational | 0.000174 | 0.0000913 | 0.639 | 0.0000831 |
| clock | 0.00112 | 0.000730 | 0.295 | 0.000385 |
| total | 0.00249 | 0.00201 | 2.26 | 0.000483 |
No activity file was given, so power comes from the tool's default toggle rates.
